[flow/run.sh]
#!/bin/bash
# OpenROAD 26Q1-2900-gdf79404cd8, Yosys 0.63+post, stock flow scripts
make -C /OpenROAD-flow-scripts/flow DESIGN_CONFIG=/design/flow/config.mk WORK_HOME=/design/flow/orfs finish
[flow/config.mk]
export PLATFORM = sky130hd
export DESIGN_NAME = alu
export DESIGN_NICKNAME = alu
export VERILOG_FILES = /design/flow/design.v
export SDC_FILE = /design/flow/constraint.sdc
export NUM_CORES = 4
export LEC_CHECK = 1
export CORE_UTILIZATION = 40
export SYNTH_HDL_FRONTEND = slang
[flow/constraint.sdc]
current_design alu

set clk_period 6.8
set clk_io_pct 0.2

create_clock -name clk0 -period $clk_period [get_ports {i_clk}]

set non_clock_inputs [all_inputs -no_clocks]
set_input_delay [expr $clk_period * $clk_io_pct] -clock clk0 $non_clock_inputs
set_output_delay [expr $clk_period * $clk_io_pct] -clock clk0 [all_outputs]
[flow/design.v]
class transaction;
    rand bit [2:0] opcode;
    rand bit acumulator_ce;
    rand bit [7:0] reg_file_data_in;
   	rand bit [2:0] reg_file_ce;
    rand bit [1:0] reg_file_adr;
    rand bit data_memory_read_enable;
    rand bit [7:0] data_memory;
    rand bit [7:0] data_direct;
    rand bit direct_load;
    bit [7:0] alu_result;
    bit [7:0] acu_output;
    bit [7:0] register_file_output;
    bit c_out;
  	bit [7:0] o_alu_argument;
  bit [7:0] previous_acu; 
  	bit reset;
  constraint c_enables {
   reg_file_ce == 3'b000;
    direct_load dist {1 := 10, 0 := 90};
    data_memory_read_enable dist {1 := 10, 0 := 90};
    acumulator_ce dist {1 := 80, 0 := 20};
  }
  constraint c_diretct_load {
    if(direct_load) data_memory_read_enable == 0;
  }
  constraint c_data_memory_read_enable{
    if(data_memory_read_enable) direct_load == 0;
  }
   constraint c_opcode_dependency {
     if (opcode == 3'b000 | opcode == 3'b001 | opcode == 3'b010 | opcode == 3'b011 | opcode == 3'b100 | 	opcode == 3'b101 | opcode == 3'b110) acumulator_ce == 1;
     else 
       acumulator_ce == 0;
    }
  function void display();
        $display("Transaction: opcode=%b, acumulator_ce=%b, reg_file_data_in=%h, reg_file_ce=%b, reg_file_adr=%b, data_memory_read_enable=%b, data_memory=%h, data_direct=%h, direct_load=%b", 
                 opcode, acumulator_ce, reg_file_data_in, reg_file_ce, reg_file_adr, data_memory_read_enable, data_memory, data_direct, direct_load);
    endfunction
endclass
class generator;
    rand transaction trans;
    mailbox generator_to_driver;
    int repeat_count;
    event ended;
    function new(mailbox gen_driv, event ended);
        this.generator_to_driver = gen_driv;
        this.ended = ended;
    endfunction
task main();
    repeat(repeat_count) begin
        trans = new();
        trans.randomize();
        generator_to_driver.put(trans);
    end 
    -> ended;
endtask
endclass
class driver;
int transmision_counter = 0;
virtual alu_interface alu_unit_interface;
mailbox generator_to_driver;
function new(virtual alu_interface alu_virtual_interface_unit, mailbox alu_generator_to_driver);
    this.alu_unit_interface = alu_virtual_interface_unit;
    this.generator_to_driver = alu_generator_to_driver;
endfunction
task reset;
    wait(alu_unit_interface.reset);
    $display("[DRIVER] RESET STARTED");
    alu_unit_interface.DRIVER.driver_cb.acumulator_ce <= 0;
    alu_unit_interface.DRIVER.driver_cb.reg_file_ce <= 0;
    alu_unit_interface.DRIVER.driver_cb.data_memory_read_enable <= 0;
    alu_unit_interface.DRIVER.driver_cb.direct_load <= 0;
    wait(!alu_unit_interface.reset);
    $display("[DRIVER] RESET ENDED");
endtask
task drive;
    forever begin
        transaction trans;
      generator_to_driver.get(trans);
        alu_unit_interface.DRIVER.driver_cb.acumulator_ce <= trans.acumulator_ce;
        alu_unit_interface.DRIVER.driver_cb.reg_file_ce <= trans.reg_file_ce;
        alu_unit_interface.DRIVER.driver_cb.data_memory_read_enable <= trans.data_memory_read_enable;
        alu_unit_interface.DRIVER.driver_cb.direct_load <= trans.direct_load;
        alu_unit_interface.DRIVER.driver_cb.opcode <= trans.opcode;
        alu_unit_interface.DRIVER.driver_cb.reg_file_data_in <= trans.reg_file_data_in;
        alu_unit_interface.DRIVER.driver_cb.data_memory <= trans.data_memory;
        alu_unit_interface.DRIVER.driver_cb.data_direct <= trans.data_direct;
        alu_unit_interface.DRIVER.driver_cb.direct_load <= trans.direct_load;
      	transmision_counter++;
    	 @(posedge alu_unit_interface.DRIVER.clk);
    end
endtask
endclass
class monitor;
    virtual alu_interface alu_unit_interface;
    mailbox mon_dut;
    int trans_counter = 0;
  	int ended;
    function new(virtual alu_interface alu_interface_vir, mailbox mon_dut);
        this.alu_unit_interface = alu_interface_vir;
        this.mon_dut = mon_dut;
    endfunction
  task monitor;
    forever begin
        transaction trans;
        trans = new();
      if(ended == 1)
        break;
      if(alu_unit_interface.MONITOR.reset) begin
        trans.reset = 1;
       	trans.acu_output = alu_unit_interface.MONITOR.monitor_cb.acu_output;
        trans.reg_file_adr = alu_unit_interface.MONITOR.monitor_cb.reg_file_adr;
        mon_dut.put(trans);
        break;
      end
      else begin
        trans.reset = 0;
      @(posedge alu_unit_interface.MONITOR.clk);
        trans.acumulator_ce = alu_unit_interface.MONITOR.monitor_cb.acumulator_ce;
        trans.opcode = alu_unit_interface.MONITOR.monitor_cb.opcode;
        trans.reg_file_data_in = alu_unit_interface.MONITOR.monitor_cb.reg_file_data_in;
        trans.reg_file_ce = alu_unit_interface.MONITOR.monitor_cb.reg_file_ce;
        trans.reg_file_adr = alu_unit_interface.MONITOR.monitor_cb.reg_file_adr;
        trans.data_memory_read_enable = alu_unit_interface.MONITOR.monitor_cb.data_memory_read_enable;
        trans.data_memory = alu_unit_interface.MONITOR.monitor_cb.data_memory;
        trans.data_direct = alu_unit_interface.MONITOR.monitor_cb.data_direct;
        trans.direct_load = alu_unit_interface.MONITOR.monitor_cb.direct_load;
        trans.alu_result = alu_unit_interface.MONITOR.monitor_cb.alu_result;
        trans.acu_output = alu_unit_interface.MONITOR.monitor_cb.acu_output;
        trans.register_file_output = alu_unit_interface.MONITOR.monitor_cb.register_file_output;
        trans.c_out = alu_unit_interface.MONITOR.monitor_cb.c_out;
		trans.o_alu_argument = alu_unit_interface.MONITOR.monitor_cb.alu_argument;
        mon_dut.put(trans);
        trans_counter++;
      end
    end
endtask
   task monitor_acu;
    forever begin
      transaction trans;
      trans = new();
      trans.alu_result = alu_unit_interface.MONITOR.monitor_cb.alu_result;
      trans.data_memory_read_enable = alu_unit_interface.MONITOR.monitor_cb.data_memory_read_enable;
      trans.acumulator_ce = alu_unit_interface.MONITOR.monitor_cb.acumulator_ce;
      trans.direct_load = alu_unit_interface.MONITOR.monitor_cb.direct_load;
      trans.previous_acu = alu_unit_interface.MONITOR.monitor_cb.acu_output;
      trans.data_direct = alu_unit_interface.MONITOR.monitor_cb.data_direct;
      @(posedge alu_unit_interface.MONITOR.clk);
      trans.acu_output = alu_unit_interface.MONITOR.monitor_cb.acu_output;
      mon_dut.put(trans);
      trans_counter++;
      end
  endtask
endclass
class scoreboard;
    mailbox mon_dut;
    int trans_cnt = 0;
	int ended;
    function new(mailbox mon_dut);
        this.mon_dut = mon_dut;
    endfunction
    task main;
        transaction trans;
        forever begin
            mon_dut.get(trans);
          	trans_cnt++;
          if(ended == 1)
           		break;
          if(trans.reset)
            begin
              if(trans.acu_output == 8'd0 && trans.reg_file_adr == 2'd0)
                $display("Poprawnie przeprowadzono reset");
              else 
                $display("Niepoprawnie przeprowadzono reset");
              break;
            end
          if(trans.data_memory_read_enable)begin
            if(trans.o_alu_argument == trans.data_memory)
              $display("[SCOREBOARD] Poprawnie odczytano zawartosc pamieci danych");
            else
              $display("[SCOREBOARD] Nie poprawnie odczytano zawartosc pamieci danych");
            end
          else begin
             if(trans.o_alu_argument == trans.register_file_output)
               $display("[SCOREBOARD] Poprawnie odczytano zawartosc rejestru danych");
            else
              $display("[SCOREBOARD] Nie poprawnie odczytano zawartosc rejestru danych");
          end
          if (trans.alu_result != expected_alu_result(trans)) begin
            $display("[SCOREBOARD] Blad! Oczekiwano %h, otrzymano %h, acu: %h, arg: %h, op: %h", expected_alu_result(trans), trans.alu_result, trans.acu_output, trans.o_alu_argument, trans.opcode);
            end else begin
              $display("[SCOREBOARD] OK! Otrzymano poprawny wynik: %h, acu: %h, arg: %h, op: %h", trans.alu_result, trans.acu_output, trans.o_alu_argument, trans.opcode);
            end
        end
    endtask
   task acu_scb;
        transaction trans;
        forever begin
            mon_dut.get(trans);
            trans_cnt++;
          if(!trans.data_memory_read_enable && trans.acumulator_ce && !trans.direct_load) begin
          if (trans.acu_output == trans.alu_result) begin
              $display("[SCOREBOARD_AKU] OK! Poprawnie wpisano wartosc do akumulatora, acu: %h, alu_res odczytane takt zegara wczesniej: %h",
                         trans.acu_output, trans.alu_result);
            end else begin
              $display("[SCOREBOARD_AKU] Bład! Niepoprawnie wpisano wartosc do akumulatora, acu: %h, alu_res odczytane takt zegara wczesniej: %h",
                         trans.acu_output, trans.alu_result);
            	end
        	end
          if(!trans.data_memory_read_enable && !trans.acumulator_ce && !trans.direct_load) begin
            if(trans.previous_acu == trans.acu_output)
              $display("[SCOREBOARD_AKU] OK! Wartosc acu nie zmienila sie");
            else
              $display("[SCOREBOARD_AKU] Blad! Wartosc acu zmienila sie");
          end
          if(!trans.data_memory_read_enable && trans.acumulator_ce && trans.direct_load) begin
            if(trans.data_direct == trans.acu_output)
              $display("[SCOREBOARD_AKU] OK! Wpisano wartosc natychmiastowa");
            else
              $display("[SCOREBOARD_AKU] Blad! Nie wpisano wartosc natychmiastowa");
          end
        end
    endtask
  function bit [7:0] expected_alu_result(transaction trans);
        case (trans.opcode)
            3'b000: return trans.acu_output + trans.o_alu_argument;
            3'b001: return trans.acu_output - trans.o_alu_argument;
            3'b010: return trans.acu_output & trans.o_alu_argument;
            3'b011: return trans.acu_output | trans.o_alu_argument;
            3'b100: return trans.acu_output ^ trans.o_alu_argument;
          	3'b101: return ~(trans.o_alu_argument);
          	3'b110: return trans.o_alu_argument;
          	3'b111: return trans.o_alu_argument;
        endcase   
    endfunction
endclass
class enviroment;
    generator gen;
    driver driv;
  	monitor mon;
  	scoreboard scb;
	mailbox gen2driv;
  mailbox mon2scb;
	event gen_ended;
	virtual alu_interface alu_virtual_interface;
  function new(virtual alu_interface alu_virtual_interface);
    this.alu_virtual_interface = alu_virtual_interface;
    gen2driv = new();
    mon2scb = new();
    gen = new(gen2driv, gen_ended);
    driv = new(alu_virtual_interface, gen2driv);
    mon = new(alu_virtual_interface, mon2scb);
     scb = new(mon2scb);
endfunction
task pre_test();
  fork
  	mon.monitor();
    scb.main();
    driv.reset();
  join
endtask
task test();
  $display("Glowny test alu");
    fork
        begin
            gen.main();
        end
        begin
            driv.drive();
        end
        begin
            mon.monitor();
        end
        begin
            scb.main();
        end
    join_any
endtask
  task acu_test();
    $display("Test dzialania akumulatora");
     fork
        gen.main();
        driv.drive();
     	mon.monitor_acu();
        scb.acu_scb();
    join_any
endtask
task post_tested();
    wait(gen_ended.triggered);
    wait(gen.repeat_count == driv.transmision_counter);
  	wait(mon.trans_counter == scb.trans_cnt);
  mon.ended = 1;
  scb.ended = 1;
endtask
task run;
  $display("Test Resetu");
    pre_test();
  #10
    test();
	post_tested();
  #10
  mon.ended = 0;
  scb.ended = 0;
  driv.transmision_counter = 0;
  mon.trans_counter = 0;
  scb.trans_cnt = 0;
  $display("test 2");
  	acu_test();
  	post_tested();
    $finish;
endtask
endclass
interface alu_interface(
    input logic clk, reset
);
logic acumulator_ce;
logic [2:0] opcode;
logic [7:0] reg_file_data_in;
logic [2:0] reg_file_ce;
logic [1:0] reg_file_adr;
logic data_memory_read_enable;
logic [7:0] data_memory;
logic [7:0] data_direct;
logic direct_load;
logic [7:0] alu_result;
logic [7:0] acu_output;
logic [7:0] register_file_output;
logic c_out;
logic [7:0] alu_argument;
clocking driver_cb @(posedge clk);
    default input #1 output #1;
    output acumulator_ce;
    output opcode;
    output reg_file_data_in;
    output reg_file_ce;
    output reg_file_adr;
    output data_memory_read_enable;
    output data_memory;
    output data_direct;
    output direct_load;
endclocking
clocking monitor_cb @(posedge clk);
    default input #1 output #1;
    input acumulator_ce;
    input opcode;
    input reg_file_data_in;
    input reg_file_ce;
    input reg_file_adr;
    input data_memory_read_enable;
    input data_memory;
    input data_direct;
    input direct_load;
    input alu_result;
    input acu_output;
    input register_file_output;
    input c_out;
  	input alu_argument;
endclocking
modport DRIVER(clocking driver_cb, input clk, input reset);
modport MONITOR(clocking monitor_cb, input clk, input reset);
endinterface
module alu (
  input i_clk, i_rst,
  input i_acumulator_ce,
  input [2:0] i_operation_code,
  input [7:0] i_register_file,
  input [2:0] i_register_file_ce,
  input [1:0] i_register_file_mux_addr,
  input i_data_memory_read_enable,
  input [7:0] i_data_memory,
  input [7:0] i_direct_data,
  input i_direct_load,
  output logic [7:0] o_alu,
  output logic [7:0] o_acumulator,
  output logic [7:0] o_register_file,
  output logic o_carry,
  output logic [7:0] o_alu_argument
);
  typedef enum logic [2:0] {
  ADD = 3'b000,
  SUB,
  MUL_BIT,
  OR_BIT,
  XOR_BIT,
  NOT,
  LD
} operation;
operation current_operation;
logic [7:0] register_file_index [3:0];
logic [7:0] alu_argument;
always_comb begin : p_rf_or_dm
case(i_data_memory_read_enable)
  default : alu_argument = o_register_file;
  1'b1 : alu_argument = i_data_memory;
endcase
end : p_rf_or_dm
always_comb begin : p_alu 
  current_operation = operation'(i_operation_code);
  o_carry = 1'b0;
  case (current_operation)
    ADD : o_alu = o_acumulator + alu_argument;
    SUB : o_alu = o_acumulator - alu_argument;
    MUL_BIT : o_alu = o_acumulator & alu_argument;
    OR_BIT : o_alu = o_acumulator | alu_argument;
    XOR_BIT : o_alu = o_acumulator ^ alu_argument;
    NOT : o_alu = ~alu_argument;
    default : o_alu = alu_argument;  
  endcase
end : p_alu
always_ff @(posedge i_clk or posedge i_rst) begin : p_acumulator
  if(i_rst) begin
    o_acumulator <= 8'd0;
  end
  else if(i_acumulator_ce) begin
    if(i_direct_load) begin
      o_acumulator <= i_direct_data;
    end
      else begin
      o_acumulator <= o_alu;
      end
  end
end : p_acumulator
always_ff @(posedge i_clk or posedge i_rst) begin : p_register_file_ce
  if(i_rst) begin
    for(integer i = 0; i < 3; i++) begin
      register_file_index[i] <= '0;
    end
  end
  else begin
    case (i_register_file_ce)
    3'b001 : register_file_index[1] <= o_acumulator;
    3'b010 : register_file_index[2] <= o_acumulator;
    3'b011 : register_file_index[3] <= o_acumulator;
    endcase
  end
end : p_register_file_ce
always_comb begin : p_register_file_mux_addr
  case (i_register_file_mux_addr)
  2'b00 : o_register_file = i_register_file;  
  2'b01 : o_register_file = register_file_index[1];
  2'b10 : o_register_file = register_file_index[2];
  2'b11 : o_register_file = register_file_index[3];
  default : o_register_file = register_file_index[0];
  endcase
end : p_register_file_mux_addr
assign o_alu_argument = alu_argument;
endmodule
==> results_slide.txt <==
Key Metrics from the Run

Clocking
  – CTS Buffer Depth: 2
  – Post-CTS Setup Inserts: 0
  – H-Tree Depth: 2
  – Root buffer cell: clkbuf_8
  – Latency at later pin: between 200 and 300 ps
  – Clk pin slew, worst setup/hold paths: 60 ps
  – CTS sink count: 32
  – CTS tree: built
  – CTS Buf Count: 5

Drt
  – Post-route ant nets: 0
  – Via Count: 2243
  – Violation count after the first detailed-route iteration: 60
  – Inserted Diodes: 0
  – Drt wl/cell: 15.3 um
  – Vias per cell: 5.19
  – Routed Wire Length: 6.60 mm
  – DR pass1 iterations: 6
  – DRC: 0

Place
  – Area of placed instances: 3690 um^2
  – DP Worst Slack: around 24 ps
  – GPL Wtd Cong: ~0.8
  – Port-buffer cells: 68
  – Detailed Place HPWL: between 5 and 6 mm
  – Cell Count Post-Placement: between 400 and 500

Floorplan
  – Fp util: 0.423
  – IO Pins: approximately 70
  – Site row count: 29
  – Area of the core: 6460 um^2
  – DIE HEIGHT: ~85 um
  – Chip area: 7160 um^2
  – Die width: 84.6 um

Cells and area
  – Share of cells above drive strength 1: 0.228
  – Area Growth Syn to Fin: 38.6%
  – Final Cell Area: around 3800 um^2
  – Post-Layout Cell Count: 432
  – Fillcell total: 570

Yosys
  – Chip Area, Yosys: 2730 um^2
  – Max-area cell share: 0.220
  – Top logic family: multiplexers
  – Synth top cell by count: ha_1
  – Post-synth EDFFs: 8
  – Synth Area in Simple Gates: 0.100
  – Largest cells by area after synthesis: dfrtp_1 (22%), ha_1 (11%), edfxtp_1 (8.8%), mux2_2 (8.3%), mux4_2 (6.6%)
  – Yosys aoi share: 0.140
  – Synth Seq Share: 0.308
  – Most frequent cells after synthesis: ha_1 (25), dfrtp_1 (24), mux2_2 (20)
  – Top cell type by total area after synthesis: dfrtp_1
  – Mapped Avg Cell Area: 10.5 um^2
  – Seq cells post-synth: 32
  – Ys flop type: dfrtp_1
  – Synth warn: 0
  – Adder Area Share: 0.122
  – Yosys cell count: 260
  – Mapped cell area: around 2700 um^2
  – Cell count after synthesis: approximately 260
  – XORs/XNORs by Area: 0.0413
  – Mux share: 0.230
  – Netlist cell types: 49
  – Post-synth ARST share: 0.750

Setup path
  – Critical path class: input port to primary output
  – Critical path capture point type: primary output
  – CP Data Arrival Time: between 5000 and 6000 ps
  – Worst endpoint required time: between 5000 and 6000 ps
  – CP max FO: 4
  – Crit path launch type: input port

Final timing
  – Crit share post-route: 0.952
  – RSZ-0062 raised after global routing: false
  – Slew @ Worst Pin: 582 ps
  – Worst Clk Skew: 3.01 ps
  – Final setup viols: 0
  – Min Tclk post-route: 6480 ps
  – Slew Limit Headroom: 0.611
  – FMAX: roughly 150 MHz
  – Fin Setup TNS: 0 ps
  – Final Max Tran Viols: 0
  – Crit path setup slack, layout: ~320 ps
  – Hold Violations, Final: 0

Global routing
  – Total gr overflow: 0
  – Vias in the first global route: approximately 2.2k
  – First-pass GRT wire length: 10.8 mm
  – Total Routing Usage GR: 0.202
  – Initial antenna violation count: 0
  – Largest net degree at the start of global routing: 31

Pwr
  – Worst VDD drop: approximately 0.16 mV
  – Power density over the cells: 223 nW/um^2
  – Leak: 1.62 nW
  – Pwr Total: between 0.0008 and 0.0009 W

Run
  – Max_cap viols: 0
  – Number of logged tool warnings: 35

Outcome
  – Status: finished clean

Worst hold path
  – Worst Hold Class: register to register
layout by cell type, fill, tap and decap left out, types with 3 or more instances in the layout:
master	count
a21o_1	5
a21oi_1	19
buf_4	34
clkbuf_8	6
clkdlybuf4s50_1	67
dfrtp_1	24
edfxtp_1	8
ha_1	25
inv_1	19
mux2_2	20
mux2i_1	7
mux2i_4	5
mux4_2	8
nand2_1	10
nand2b_1	4
nand3_1	6
nor2_1	15
nor2b_1	8
nor3b_1	3
o21a_1	6
o21ai_0	9
o221ai_1	3
o22ai_1	3
xnor2_1	9
what timing repair did:
action                     CTS  global route
setup endpoints to repair    0             5
gates resized                0             1
hold buffers                 0             0
worst max-delay path, cell delays in order:
cell and delay, ps:
clkdlybuf4s50_1 560, mux4_2 330, mux2_2 290, inv_1 70
ha_1 220, mux2_2 270, buf_4 140, fa_1 420
nor2b_1 120, o21ai_0 80, nand2b_1 100, a21o_1 120
a21oi_1 70, mux2_2 280, o31a_1 280, clkdlybuf4s50_1 410
metal layers:
metal,up-vias,GRT usage,part of all wire
met5,-,0,0
met4,0,0.0169,0.0092
met3,8,0.0349,0.045
met2,62,0.320,0.46
met1,1049,0.315,0.49
li1,1124,-,-
power breakdown:
group / switching (W) / internal [W]
Sequential: 0.0000316 / 0.000235
Clock: 0.0000618 / 0.0000823
Combinational: 0.000168 / 0.000265
Total: 0.000262 / 0.000583
kinds of logic after synthesis:
group	after synthesis
and+or+nand+nor	52
other	1
xor gates and xnor gates	12
muxes	42
adders and majority gates	26
AOI/OAI and AO/OA	58
buffers and inverters	37
DFF	32
layout make-up:
class | count | area, um^2 | share of cell area
Clock buffer | 8 | 90.1 | 0.0238
Inverter | 22 | 82.6 | 0.0218
Multi-Input combinational cell | 191 | 1730 | 0.458
Sequential cell | 32 | 841 | 0.222
Tap cell | 77 | 96.3 | 0.0255
Timing Repair Buffer | 102 | 938 | 0.248
worst paths after layout:
path	startpoint	endpoint	slack (ps)	depth (start not counted)
worst max-delay path	i_register_file_mux_addr[1]	o_alu[6]	320	16
worst min-delay path	register_file_index[17]$_DFFE_PP0N_	register_file_index[17]$_DFFE_PP0N_	500	1
worst max register to register	register_file_index[17]$_DFFE_PP0N_	o_acumulator[7]$_DFFE_PP0P_	3050	15
worst min register to register	register_file_index[17]$_DFFE_PP0N_	register_file_index[17]$_DFFE_PP0N_	500	1
max in group asynchronous	i_rst	o_acumulator[4]$_DFFE_PP0P_	5100	3
min in group asynchronous	i_rst	register_file_index[20]$_DFFE_PP0N_	1460	3
per-stage QoR:
step,utilization,hold slack (ps)
final,0.586,503
after global routing,0.586,526
after CTS,0.585,506
after detailed placement,0.571,493
after global placement,0.571,484
after floorplan,-,472
flip-flops by register name, summed over array words and instances, names as in the netlist:
| register | flops |
|---|---|
| o_acumulator | 8 |
| register_file_index | 24 |
Power and IR drop assume default switching activity.
